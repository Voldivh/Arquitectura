==> flow/design.v <==
module CSAI #(parameter DATAWIDTH_BUS=11)
(
	CLK, 
	RESET,
	ACK,
	CS,
	OUT
);
	input		CLK;
	input		RESET;
	input		ACK;
	input		[10:0] CS;
	output		[10:0] OUT;
reg [DATAWIDTH_BUS-1:0] Counter_Register;
reg [DATAWIDTH_BUS-1:0] Counter_Signal;
always @(CS)
begin
	if(ACK==0)
		Counter_Signal = CS + 1;
	else
		Counter_Signal = CS;
end	
always@(posedge CLK, posedge RESET)
begin 
	if(RESET == 1)
		Counter_Register <= 0;
	else
		Counter_Register <= Counter_Signal;
end
assign OUT = Counter_Register;
endmodule
==> flow/run.sh <==
#!/bin/bash
# OpenROAD 26Q1-2900-gdf79404cd8, Yosys 0.63+post, stock flow scripts
make -C /OpenROAD-flow-scripts/flow DESIGN_CONFIG=/design/flow/config.mk WORK_HOME=/design/flow/orfs finish
==> flow/config.mk <==
export PLATFORM = sky130hd
export DESIGN_NAME = CSAI
export DESIGN_NICKNAME = CSAI
export VERILOG_FILES = /design/flow/design.v
export SDC_FILE = /design/flow/constraint.sdc
export NUM_CORES = 4
export LEC_CHECK = 1
export CORE_AREA = 10 10 79 79
export DIE_AREA = 0 0 89 89
==> flow/constraint.sdc <==
current_design CSAI

set clk_period 1.0
set clk_io_pct 0.2

create_clock -name clk0 -period $clk_period [get_ports {CLK}]

set non_clock_inputs [all_inputs -no_clocks]
set_input_delay [expr $clk_period * $clk_io_pct] -clock clk0 $non_clock_inputs
set_output_delay [expr $clk_period * $clk_io_pct] -clock clk0 [all_outputs]
==> Flow_metrics.wiki <==
== Run summary ==
{| class="wikitable"
! Metric !! Value
|-
| Total wire length || 1260 um
|-
| CP Class || reg -> out
|-
| Critical path fanouts, max || 1
|-
| Max Cap Viol || 0
|-
| Cell count after synthesis || 40
|-
| Post-Syn Area || 502 sq um
|-
| Number of nets with antenna violations after detailed routing || 0
|-
| Headroom to the max-slew limit || 74.8%
|-
| Arrival @ worst endpoint || 760 ps
|-
| Post-layout power || roughly 1.1 mW
|-
| Synth Seq Share || between 50% and 60%
|-
| Grt peak-use layer || met2
|-
| Core box area || 4660 sq um
|-
| Relative contribution of combinational cells to total power || 18.2%
|-
| Met1 global-route usage || 2.96%
|-
| Buffers on Ports || 24
|-
| Share of post-route cells with drive strength above 1 || 37.0%
|-
| Part of the total power dissipated in the clock network || 38.4%
|-
| Largest register by flop count || Counter_Register
|-
| Sum of negative setup slack || 0 ps
|-
| Total internal power || ~0.88 mW
|-
| Layout overhead on the synthesized area || 93.3%
|-
| Worst hold path type || in -> async
|-
| Highest-delay cell along the critical path || dfrtp_1
|-
| RSZ-0062 raised after global routing || yes
|-
| Flop and latch count out of synthesis || 11
|-
| Clock-pin slew on the worst setup and hold paths || roughly 50 ps
|-
| Overall chip area || 7920 sq um
|-
| Hold violation total from the final report || 0
|-
| Clk sink count || 11
|-
| Via Count || about 420
|-
| Overall overflow remaining after global route || 0
|-
| Die height || 89 um
|-
| Critical path cell sequence || clkdlybuf4s15_1
|-
| Clock Root Buffer || clkbuf_8
|-
| Maximum resistive drop on vdd || 0.311 mV
|-
| Drt first-iter violations || 4
|-
| Total global routing track utilization || roughly 3%
|-
| Leading registers by flop count || Counter_Register x11
|-
| CTS buffer count || 3
|-
| Total instance count after detailed placement || 129
|-
| Number of warnings issued by yosys || 1
|-
| Via count of the first global-routing pass || 458
|-
| Buffering stage count on the worst path with inverters included || 1
|-
| Leakage Power || roughly 0.43 nW
|-
| Initial DRT Pass Iterations || 2
|-
| Type of origin of the critical path || flip-flop
|-
| Total DRC errors in the routed layout || 0
|-
| Seq pwr share || 43.4%
|-
| Rows || 25
|-
| Final Instance Count excl. Fillers || ~140
|-
| Fp util || 10.8%
|-
| Final period util || 96.2%
|-
| Power spent charging and discharging nets || 0.233 mW
|-
| Total power divided by cell area || 1150 nW/um^2
|-
| Switching portion of total power || 20.9%
|-
| Highest cell delay on the worst timing path || 350 ps
|-
| Max Freq || between 1 and 1.5 GHz
|-
| Crit. End Element || output port
|-
| X dimension of the die || 89 um
|-
| GR Util met3 || between 1 and 1.5%
|-
| TritonCTS clock tree || done
|-
| # Cells Yosys || 40
|-
| Pins Over Slew Limit || 0
|-
| Final weighted congestion in routability-driven placement || 0.748
|-
| Maximum number of pins on one net before global-route repair || 12
|-
| Final setup violation count || 0
|-
| Buffer levels on the longest clock path || 2
|-
| Tool warnings || 26
|-
| Chip area line of the yosys report || 502 sq um
|-
| Critical path's top delay family || flip-flops
|-
| Average wire per standard cell || ~9.4 um
|-
| Final critical-path required period || 962 ps
|-
| Pin slew with the least headroom to its limit || 378 ps
|-
| Antenna Cells || 0
|-
| Count of distinct cell types in the synthesized netlist || 16
|-
| Global-route wire length before repair || 1920 um
|-
| Detailed placer's ending HPWL || 1100 um
|-
| Average instance area after synthesis || between 10 and 15 sq um
|-
| Top Ports || 25
|-
| Global-route track usage on met2 || 5.59%
|-
| Flip-flop count of the largest register after layout || 11
|-
| Number of vias per cell after detailed routing || between 3 and 4
|-
| Number of antenna violations at the first check in global routing || 0
|-
| Count of H-tree levels built during CTS || 1
|-
| Result of the run || completed
|-
| Data required time of the worst path || approximately 800 ps
|}
[what timing repair did]
item,in CTS,in global routing
setup endpoints to repair,20,5
pin swaps,9,2
hold buffers,0,0
gates resized,48,4
setup buffers,1,1
[through the flow]
step	util, %	hold WS [ps]	cell area (sq um)	worst slack (ps)
floorplan	-	52.4	502	120
global placement	19.1	492	892	-467
detailed placement	19.1	504	892	-495
CTS	20.7	259	963	15.2
global route	20.8	304	970	-35.0
finish	20.8	246	970	37.9
[cells in the mapped netlist]
master    number  area share (%)
xor2_1         4             7.0
nor3_1         3             3.0
nor4_2         1             2.5
inv_1          3             2.2
nand4b_4       1             4.7
dfrtp_1       11              55
mux2_2         1             2.2
nand2b_1       1             1.2
ha_1           1             2.5
nand3_1        1             1.0
nand4b_1       1             1.7
nand3b_1       1             1.5
nor2_1         2             1.5
xnor2_1        6              10
nand2_1        2             1.5
nand3_2        1             2.0
[metal layers]
metal / part of all wire (%) / routed length (um) / vias up
met1: 38 / 478 / 192
met4: 1.1 / 14 / 0
met3: 10 / 128 / 2
met5: 0 / 0 / -
met2: 51 / 642 / 17
li1: - / - / 213
[layout by cell type, fill, tap and decap left out]
master            n
buf_4            13
dfrtp_1          11
clkdlybuf4s15_1  10
xnor2_1           6
dlygate4sd2_1     5
xor2_1            4
inv_1             3
clkbuf_8          3
clkdlybuf4s50_1   3
nand2_1           2
nor2_1            2
clkdlybuf4s15_2   2
buf_2             2
clkbuf_2          2
nand3_2           1
nand4b_4          1
nand3_4           1
nor3_1            1
nand3b_1          1
nor3_4            1
nor3_2            1
nand4b_1          1
nand2b_1          1
mux2_2            1
nor4_2            1
ha_4              1
clkbuf_1          1
[worst max path at each step]
stage	startpoint	endpoint	slack, ps	cells past startpoint
4_1_cts	ACK	Counter_Register[8]	20	5
5_1_grt	ACK	Counter_Register[10]	-30	4
6_report	Counter_Register[10]	OUT[10]	40	1
[power by group through the flow]
stage / Combinational (mW) / Sequential, mW / Clock [mW]
CTS: 0.205 / 0.485 / 0.438
global route: 0.225 / 0.487 / 0.456
finish: 0.203 / 0.484 / 0.428
[kinds of logic after synthesis]
logic type / count (synthesis) / synth area share [%]
XOR/XNOR: 10 / 17.5
AND/OR/NAND/NOR: 14 / 20.7
buffers and inverters: 3 / 2.24
adder cells (fa/ha/maj): 1 / 2.49
multiplexers: 1 / 2.24
flip-flops: 11 / 54.9
[cell type report]
type | count | area [sq um]
well taps | 54 | 67.6
flip-flops and latches | 11 | 275
fillers | 483 | 3690
inverters | 3 | 11.3
clock buffers | 4 | 45.0
multi-input cells | 26 | 256
repair buffers | 37 | 314
Power is estimated from default activity; no workload was simulated.
