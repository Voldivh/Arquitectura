==> flow/design.v <==
module MIR #(parameter DATAWIDTH_BUS_ADDRESS=11, DATAWIDTH_BUS_WORD=41)
(
	MIR_WORD,
	CLK,
	ADDRESS,
);
	input		 CLK;
	input		[DATAWIDTH_BUS_ADDRESS-1:0] ADDRESS;
	output	[DATAWIDTH_BUS_WORD-1:0] MIR_WORD;
	reg [DATAWIDTH_BUS_WORD-1:0] MIR_Register;
	reg [DATAWIDTH_BUS_WORD-1:0] MIR_Signal;
	always@(ADDRESS)
		begin
			case (ADDRESS)
				11'd0    : MIR_Signal = 41'b00011000001100000111010010100000000000000;  
				11'd1    : MIR_Signal = 41'b00000000000000000000000010111100000000000;  
				11'd1600 : MIR_Signal = 41'b00000000000000000000000010110111001000010; 
				11'd1601 : MIR_Signal = 41'b00000010000001000000100001111011111111111;  
				11'd1602 : MIR_Signal = 41'b00011100000000000101000110000000000000000;  
				11'd1603 : MIR_Signal = 41'b00000010001010000000100001111011111111111;  
				11'd1088 : MIR_Signal = 41'b00000000000000000000000010111000000000010; 
				11'd2	   : MIR_Signal = 41'b00011100000000000101000101000000000000000; 
				11'd3    : MIR_Signal = 41'b00010100000000000101000111100000000000000; 
				11'd4    : MIR_Signal = 41'b00010100000000000101000111100000000000000; 
				11'd5    : MIR_Signal = 41'b00011100000000000111000111100000000000000; 
				11'd6	   : MIR_Signal = 41'b00011100000000000111000111100000000000000; 
				11'd7    : MIR_Signal = 41'b00011100000000000111000111100000000000000; 
				11'd8    : MIR_Signal = 41'b00011100001110000111000100010100000001100; 
				11'd9    : MIR_Signal = 41'b00011100001110000111000100010100000001101; 
				11'd10	: MIR_Signal = 41'b00011100001110000111000100001000000001100; 
				11'd11   : MIR_Signal = 41'b00000000000000000000000010111011111111111; 
				11'd12   : MIR_Signal = 41'b00011000001010000110000100011000000000000; 
				11'd13   : MIR_Signal = 41'b00011100001110000111000100010100000010000; 
				11'd14   : MIR_Signal = 41'b00000000000000000000000010110000000001100; 
				11'd15   : MIR_Signal = 41'b00000000000000000000000010111011111111111; 
				11'd16   : MIR_Signal = 41'b00000000000000000000000010110100000010011; 
				11'd17   : MIR_Signal = 41'b00000000000000000000000010100100000001100; 
				11'd18   : MIR_Signal = 41'b00000000000000000000000010111011111111111; 
				11'd19   : MIR_Signal = 41'b00000000000000000000000010101100000001100; 
				11'd20   : MIR_Signal = 41'b00000000000000000000000010111011111111111; 
				11'd1584 : MIR_Signal = 41'b00011100000000000101000110010111000110010; 
				11'd1585 : MIR_Signal = 41'b00000000000001000101000100000000000000000; 
				11'd1586 : MIR_Signal = 41'b00010100000000000101000011100000000000000; 
				11'd1587 : MIR_Signal = 41'b00010100000000000101000110111011001000011; 
				11'd2047 : MIR_Signal = 41'b00011000000000000110000111011000000000000;
				default: MIR_Signal = MIR_Register;  
			endcase
		end
	always @(posedge CLK)
	begin
			MIR_Register <= MIR_Signal;
	end
assign MIR_WORD = MIR_Register;
endmodule
==> flow/run.sh <==
#!/bin/bash
# OpenROAD 26Q1-2900-gdf79404cd8, Yosys 0.63+post, stock flow scripts
make -C /OpenROAD-flow-scripts/flow DESIGN_CONFIG=/design/flow/config.mk WORK_HOME=/design/flow/orfs finish
==> flow/config.mk <==
export PLATFORM = sky130hd
export DESIGN_NAME = MIR
export DESIGN_NICKNAME = MIR
export VERILOG_FILES = /design/flow/design.v
export SDC_FILE = /design/flow/constraint.sdc
export NUM_CORES = 4
export LEC_CHECK = 1
export CORE_UTILIZATION = 30
==> flow/constraint.sdc <==
current_design MIR

set clk_period 6.7
set clk_io_pct 0.2

create_clock -name clk0 -period $clk_period [get_ports {CLK}]

set non_clock_inputs [all_inputs -no_clocks]
set_input_delay [expr $clk_period * $clk_io_pct] -clock clk0 $non_clock_inputs
set_output_delay [expr $clk_period * $clk_io_pct] -clock clk0 [all_outputs]
==> reports/metrics.cfg <==
[critical_path]
cp_num_buf_inv=2
cp-start-kind=input port
worst-endpoint-required_ns=6.64
path_class=input port to register
crit_family=simple AND/OR/NAND/NOR gates
slowest_stage=clkdlybuf4s50_1
cp.depth=6
crit_chain=clkdlybuf4s50_1, nand2_1, nor4_1, nand4b_2, a21o_1, buf_4
worstPathArrival_ns=4.15
path_max_fanout=27
critPathMaxStageDelay_ns=0.97
end_kind=register

[detailed_routing]
wl_mm=4.154
vias=1533
drc_errors=0
detail_route.wl_per_cell_um=14.27
viasPerCell=5.268
firstDrtPassIters=4
ant_nets=0
initialDrtViolationCount=114
antenna_cells=0

[timing]
worst_pin_slew_ns=0.7624
hold_ws_ns=2.108
rsz0062_at_grt=false
finalSetupTns_ns=0
period_used_pct=62.83
fin_crit_ns=4.210
finalSetupViolCount=0
slew_viol_final=0
fin_ws_ns=2.490
slew_headroom_pct=49.01
hold_viol=0
clock.fmax_mhz=237.5

[cts]
ctsResizeCount=0
cts.path.max_buffers=2
numClockSinks=27
h-tree-depth=1
cts_buffers=3
path_clk_slew_ns=0.09
cts_tree=done
cts_hold_buffers=0
cts_root_buffer=clkbuf_8
post-cts-setup-buffers=0

[synthesis]
edf_count=27
ys.warnings.count=1
top_cell_area_share_pct=43.34
yosysSeqAreaShare_pct=43.34
common_cells=27 x edfxtp_1, 17 x nor2_1, 15 x buf_4, 13 x nand2_1, 9 x o21ai_0
avgSynthCellArea_um2=10.22
synth-async-reset-ratio_pct=0
ys.flops=27
ys_cells=183
syn_area_um2=1871
area_leaders=edfxtp_1 43%, buf_4 6.0%, nor2_1 3.4%
netlist-cell-type-count=59
flop_cell=edfxtp_1
largest_area_cell=edfxtp_1
synth_cells=183
top_cell=edfxtp_1
yosys_area_um2=1871

[worst_hold_path]
whs_path_depth=3
min_path_type=input port to register

[grt]
grt_pass1_wl_mm=6.637
grt_util_met3_pct=1.026
antenna_found_initial=0
met1_usage_pct=22.79
grt_most_used_layer=met1
grt_pass1_vias=1318
met2_usage_pct=19.83
gr-usage-all-layers_pct=13.37
grt_overflow_total=0
grt_max_degree=28

[die]
core_area_um2=5956
die_w_um=80.96
fp-utilization_pct=31.41
die_h_um=80.96
rows=28
io_pins=53
dieArea_um2=6555

[place]
hpwl_mm=3.166
port_buffers=42
post-place-ws_ns=2.277
finalWeightedCongestion=0.9137

[final_layout]
ff_latch_area_um2=810.8
regMostFlops=MIR_Register
nFillCells=609
final_util_pct=38.32
drive_above_1_share_pct=8.796
reg.largest.list=MIR_Register x27
syn_to_final_growth_pct=22.01
largest_register_ffs=27
comb_area_um2=892.1

[power_and_ir_drop]
p_leak_nw=0.7491
vdd_drop_max_mv=0.06044
total_power_w=0.0003173
p_per_area_nw_per_um2=139.0

[status]
outcome=finished clean

[job]
warning_count=25
maxCapViolCount=0

[final cells by class]
class,instances,share of cell area (%)
Sequential cell,27,35.53
Inverter,3,0.4934
Tap cell,75,4.112
Clock inverter,1,0.2193
Timing Repair Buffer,43,18.75
Multi-Input combinational cell,139,39.09
Clock buffer,3,1.809
[kinds of logic after synthesis]
logic type,count (synthesis),synth area share [%]
simple gates,86,29.30
xor+xnor,2,0.9366
compound gates,40,14.92
fa+ha+maj,1,0.5351
buf+inv,26,10.77
flops,27,43.34
other cells,1,0.2005
[routing by layer]
metal | part of all wire (%) | wire (um) | vias up
met2 | 45 | 1871 | 75
met5 | 0 | 0 | -
met4 | 0.75 | 31 | 0
met1 | 48 | 1987 | 713
met3 | 6.3 | 263 | 2
li1 | - | - | 743
[power breakdown]
group	switching (W)	internal [W]	total (W)	leakage, nW
clock network	0.0000451	0.0000415	0.0000865	0.0255
registers	0.000000594	0.000186	0.000186	0.236
logic	0.0000252	0.0000191	0.0000443	0.488
total	0.0000709	0.000246	0.000317	0.749
[cell usage in the layout (no fill, tap or decap), drive strengths merged, types with 4 or more instances in the layout]
cell type      instances
o21ai                 10
nor2b                  6
nor3                   8
edfxtp                27
nor2                  17
conb                  10
nand2b                 4
a31oi                  5
clkdlybuf4s50         42
a21oi                  5
nand4                  5
nand2                 13
nand3                  7
[through the flow]
step / std cells / cell area [um2]
2_1_floorplan: 192 / 1904
3_3_place_gp: 287 / 2236
3_5_place_dp: 287 / 2236
4_1_cts: 291 / 2282
5_1_grt: 291 / 2282
6_report: 291 / 2282
[final timing paths]
check / to / start / slack, ns
hold / removal: MIR_Register[1] / ADDRESS[9] / 2.11
setup / recovery: MIR_Register[35] / ADDRESS[0] / 2.49
[worst min-delay path, cell delays in order]
cell             delay, ns
clkdlybuf4s50_1       0.61
nor4_4                0.10
nand3b_1              0.15
Power figures rest on the tool's default switching activity, not on a simulated workload.
