## flow/design.v

```verilog
module MUX_2 #(parameter DATAWIDTH_MUX_SELECTION=1, parameter DATAWIDTH_BUS=32)(
	CC_MUX_data_OutBUS,
	CC_MUX_data0_InBUS,
	CC_MUX_data1_InBUS,	
	CC_MUX_selection_InBUS
);
output reg	[DATAWIDTH_BUS-1:0] CC_MUX_data_OutBUS;
input			[DATAWIDTH_BUS-1:0] CC_MUX_data0_InBUS;
input			[DATAWIDTH_BUS-1:0] CC_MUX_data1_InBUS;
input			[DATAWIDTH_MUX_SELECTION-1:0] CC_MUX_selection_InBUS;
always@(*)
begin
	case (CC_MUX_selection_InBUS)	
		1'b0: CC_MUX_data_OutBUS = CC_MUX_data0_InBUS;
		1'b1: CC_MUX_data_OutBUS = CC_MUX_data1_InBUS;
		default :   CC_MUX_data_OutBUS = CC_MUX_data0_InBUS;  
	endcase
end
endmodule
```

## flow/run.sh

```bash
#!/bin/bash
# OpenROAD 26Q1-2900-gdf79404cd8, Yosys 0.63+post, stock flow scripts
make -C /OpenROAD-flow-scripts/flow DESIGN_CONFIG=/design/flow/config.mk WORK_HOME=/design/flow/orfs finish
```

## flow/config.mk

```make
export PLATFORM = sky130hd
export DESIGN_NAME = MUX_2
export DESIGN_NICKNAME = MUX_2
export VERILOG_FILES = /design/flow/design.v
export SDC_FILE = /design/flow/constraint.sdc
export NUM_CORES = 4
export LEC_CHECK = 1
export CORE_AREA = 10 10 70 70
export DIE_AREA = 0 0 80 80
```

## flow/constraint.sdc

```tcl
current_design MUX_2

set clk_period 1.0
set clk_io_pct 0.2

create_clock -name clk0 -period $clk_period

set non_clock_inputs [all_inputs -no_clocks]
set_input_delay [expr $clk_period * $clk_io_pct] -clock clk0 $non_clock_inputs
set_output_delay [expr $clk_period * $clk_io_pct] -clock clk0 [all_outputs]
```

==> impl_metrics.yaml <==
# generated from flow reports
outcome:
  outcome: "finished with violations"
  violations: "setup timing"
power:
  p_clk_share_pct: 0
  finalPower_uw: 660
  peakVddDrop_v: 0.000173
  p_int_uw: 519
  combPwrFrac_pct: 100.0
  sw_frac_of_total_pct: 21.3
  pwr_density_cell_nw_per_um2: 389
  p_seq_share_pct: 0
  leakagePower_nw: 0.990
  p_switching_uw: 141
final_timing:
  tns_ns: -5.03
  finalHoldViolCount: 0
  finalClockPeriodUsage_pct: 118
  drv_slew: 0
  tightest_slew_ns: 0.0611
  fin_crit_ns: 1.18
  layout_setup_ws_ns: -0.175
  max-slew-margin-rel_pct: 95.9
  rsz0062_at_grt: "yes"
  setup_viol: 32
  clock.fmax_ghz: 0.851
logic_synthesis:
  muxShareOfSynthArea_pct: 86.9
  compound_area_share_pct: 0
  ys_sh_xor_pct: 0
  synthTopLogicFamily: "multiplexers"
  synth_top_area_share_pct: 82.8
  yosysChipArea_um2: 544
  synth_area_um2: 544
  synth_adder_area_share_pct: 0
  synth_warnings: 1
  synth_top_cell_by_area: "mux2_4"
  yosys-stat-cells: 36
  ys_sh_simple_pct: 0
  ys_seq_share_pct: 0
  avgSynthCellArea_um2: 15.1
  synth_cells: 36
  synth.area.top_cells: "mux2_4 83%, buf_12 11%, mux2_2 4.1%"
  yosys.cell_types.count: 4
cells_and_area:
  fillers: 327
  synthToLayoutAreaGrowth_pct: 212
  clkbuf_count: 0
  seq_area_um2: 0
  seq_cell_count: 0
  layout-drive-gt1-share_pct: 56.2
  final_area_um2: 1700
route:
  drc: 0
  diodes: 0
  drt-initial-drc-count: 4
  vias_per_cell: 3.80
  first_pass_iters: 2
  wl_per_cell_um: 14.8
  drt_wl_total_um: 2850
  ant_nets: 0
  vias: 730
setup_path:
  cpPeakStageDelay_ns: 0.30
  crit_type: "input port to output pin"
  critPathLaunchType: "input port"
  crit_top_cell: "buf_12"
  slowest_stage: "mux2_4"
  crit_fanout: 7
  cp_top_family: "buffers and inverters"
  crit_arrival_ns: 0.98
  path_cells: "buf_12 > buf_12 > buf_8 > mux2_4 > buf_6"
  crit_required_ns: 0.80
  crit_buf_inv: 4
  end_kind: "output pin"
floorplan:
  die_x_um: 80
  fp.coreArea_um2: 3420
  fp.dieArea_um2: 6400
  num_rows: 21
  fp.dieH_um: 80
  pin_count: 97
  fp_util_pct: 15.9
grt:
  grt_pass1_wl_um: 4150
  grt_remaining_overflow: 0
  grt_util_all_layers_pct: 7.87
  grt_max_degree: 8
  antenna_found_initial: 0
  grt_pass1_vias: 824
run:
  warnings: 34
  cap_violations: 0
place:
  port_buffers: 97
  hpwl_um: 2400
  place_area_um2: 1540
  place.gp.congestion: 0.760
hold_path:
  min_path_type: "input port to output pin"
-- timing repair --
item                       CTS  global route
buffers inserted            14             0
resized                    170            23
gates cloned                 1             0
setup endpoints to repair   32            32
hold buffers                 0             0
-- layout make-up --
cell class,instances,area (um2),share of cell area (%)
tap,46,57.6,3.39
multi-input combinational,32,480,28.3
timing repair buffer,114,1160,68.3
-- metal layers --
metal | part of all wire (%) | GRT usage [%] | vias to the layer above
li1 | - | - | 362
met1 | 40 | 8.97 | 317
met2 | 49 | 14.3 | 51
met3 | 11 | 3.07 | 0
met4 | 0 | 0 | 0
met5 | 0 | 0 | -
-- path summary, 6_finish.rpt --
kind / startpoint / depth (start not counted) / end
min: CC_MUX_data0_InBUS[24] / 3 / CC_MUX_data_OutBUS[24]
max: CC_MUX_selection_InBUS[0] / 5 / CC_MUX_data_OutBUS[31]
-- logic make-up (layout without fill, tap and decap cells) --
group	count (synthesis)	after routing
buffers and inverters	4	114
multiplexers	32	32
-- power groups by stage --
stage     sequential, mW  combinational (mW)  clock [mW]
4_1_cts                0               0.644           0
5_1_grt                0               0.706           0
6_report               0               0.660           0
-- metrics by stage --
stage | instances | utilization (%) | hold slack, ns | worst slack, ns
final | 192 | 49.7 | 0.694 | -0.175
after global routing | 192 | 49.7 | 0.714 | -0.194
after CTS | 192 | 47.0 | 0.800 | -0.178
after detailed placement | 177 | 45.0 | 1.33 | -0.497
after global placement | 177 | 45.0 | 1.33 | -0.492
after floorplan | 36 | - | 0.498 | 0.0669
-- synthesized netlist by cell type, drive strengths merged --
cell type and count:
buf 4, mux2 32
-- worst min-delay path, cell delays in order --
cell and delay (ns):
dlymetal6s2s_1 0.08, mux2_4 0.13, buf_2 0.08
-- layout by cell type (no fill, tap or decap) --
cell type	netlist	routed
buf_12	3	3
buf_16	0	1
buf_2	0	12
buf_4	0	2
buf_6	1	29
buf_8	0	3
clkdlybuf4s50_1	0	10
dlygate4sd2_1	0	40
dlymetal6s2s_1	0	14
mux2_4	30	32
Power is estimated from default activity; no workload was simulated.
